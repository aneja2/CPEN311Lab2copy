File: flow/config.mk
export PLATFORM = sky130hd
export DESIGN_NAME = fillscreen
export DESIGN_NICKNAME = fillscreen
export VERILOG_FILES = /design/flow/design.v
export SDC_FILE = /design/flow/constraint.sdc
export NUM_CORES = 4
export LEC_CHECK = 1
export CORE_AREA = 10 10 111 111
export DIE_AREA = 0 0 121 121
File: flow/constraint.sdc
current_design fillscreen

set clk_period 2.6
set clk_io_pct 0.2

create_clock -name clk0 -period $clk_period [get_ports {clk}]

set non_clock_inputs [all_inputs -no_clocks]
set_input_delay [expr $clk_period * $clk_io_pct] -clock clk0 $non_clock_inputs
set_output_delay [expr $clk_period * $clk_io_pct] -clock clk0 [all_outputs]
File: flow/design.v
module fillscreen(input logic clk, input logic rst_n, input logic [2:0] colour,
                  input logic start, output logic done,
                  output logic [7:0] vga_x, output logic [6:0] vga_y,
                  output logic [2:0] vga_colour, output logic vga_plot);
    typedef enum logic [1:0] {IDLE, FILL, DONE} state_t;
    state_t state;
    logic [7:0] x_counter;   
    logic [6:0] y_counter;   
    always_ff @(posedge clk or negedge rst_n) begin
        if (!rst_n) begin
            state <= IDLE;
            x_counter <= 0;
            y_counter <= 0;
            done <= 0;
            vga_plot <= 0;
        end else begin
            case (state)
                IDLE: begin
                    if (start) begin
                        state <= FILL;
                        done <= 0;
                        x_counter <= 0;
                        y_counter <= 0;
                    end
                end
                FILL: begin
                    vga_x <= x_counter;
                    vga_y <= y_counter;
                    vga_colour <= x_counter % 8;   
                    vga_plot <= 1;   
                    if (y_counter == 119) begin
                        y_counter <= 0;
                        if (x_counter == 159) begin
                            state <= DONE;
                        end else begin
                            x_counter <= x_counter + 1;
                        end
                    end else begin
                        y_counter <= y_counter + 1;
                    end
                end
                DONE: begin
                    done <= 1;
                    vga_plot <= 0;
                    if (!start) begin
                        state <= IDLE;
                        done <= 0;
                    end
                end
            endcase
        end
    end
endmodule
File: flow/run.sh
#!/bin/bash
# OpenROAD 26Q1-2900-gdf79404cd8, Yosys 0.63+post, stock flow scripts
make -C /OpenROAD-flow-scripts/flow DESIGN_CONFIG=/design/flow/config.mk WORK_HOME=/design/flow/orfs finish
==> Changelog: implementation <==
### Physical design

- DIE HEIGHT: 121 um
- EDFF count, synth: 15
- GR Overflow Total: 0
- RSZ-0062 raised after global routing: no
- ANT cells: 0
- Critical Path Source: start
- Layout Skew: 0.00388 ns
- Area Growth Syn to Fin: 30.1%
- Number of global-route vias before repair: 1018
- Area occupied by registers: 952 um2
- Reg-to-reg endpoint: x_counter[7]
- R2r startpoint: state[2]
- Core Rows: 36
- Final period util: 0.736
- Slew headroom: 0.591
- Post-Syn Area: 1580 um2
- First-pass GRT wire length: 4990 um
- ANT nets after route: 0
- Worst-path fanout max: 7
- Initial antenna violation count: 0
- Residual DRC count: 0
- Clock slew at reported path FFs: 0.07 ns
- Cell count after synthesis: 128
- Leading area contributor after synthesis: dfrtp_1
- Gate Area: 593 um2
- Crit path capture type: register
- Max Freq: 522 MHz
- Hold Path Class: reg2reg
- Fill cells: 1037
- Final wirelength: 2920 um
- Late-Pin Clk Latency: 0.28 ns
- Placed insts: 279
- Main flop type: dfrtp_1
- Post-synthesis cell count from yosys: 128
- Crit path DRT: 2.77 ns
- Setup violators final: 0
- Vias: 1045
- Chip Area, Yosys: 1580 um2
- GRT Overall Usage: 0.0400
- Ys flops: 35
- Setup crit end: x_counter[7]
- PwrDens: 669 nW/um2
- Worst ir drop on vdd: 0.303 mV
- Max-Cap Viols: 0
- H-tree Lvls: 2
- Number of warnings in the stage logs: 28
- Layout cells sized above 1: 0.136
- Placer congestion estimate: 0.824
- Period minus WS final: 1.91 ns
- Status: completed
- Routed vias/inst: 3.64
- Chip Width: 121 um
- # port buffers: 22
- CP Launch Type: input pin
- CTS tree: yes
- Top-Level Pins: 26
- Crit path kind: in2reg
- Post-CTS Setup Inserts: 0
- Worst Tran Pin Value: 0.614 ns
- Core Area: 9860 um2
- Fraction of registers with async set/reset: 0.571
- Setup TNS: 0 ns
- Post-CTS Resized: 0
- Clk buf depth: 2
- Largest net degree at the start of global routing: 21
- CTS Buf Count: 5
- Cts hold-fix bufs: 0
- DR iter-0 viols: 37
- Max Transition Viols Final: 0
- Pre-antenna DRT Iters: 4
- Top cell area share: 0.301
- Synth Area per Inst: 12.3 um2
- Top area cell types: dfrtp_1 (30%), edfxtp_1 (29%), nand2_1 (3.3%)
- R2r setup slk: 0.71 ns
- Root buffer cell: clkbuf_8
- Non-Filler Instances: 287
- Arrival @ worst endpoint: 2.08 ns
- Fp util: 0.160
- Final Hold Violating Endpoints: 0
- Synth cell types: 45
- Syn. warnings: 1
- CTS Sinks: 35
- LEAKAGE: 0.765 nW
- Top Layout Cells: clkdlybuf4s50_1 (22), dfrtp_1 (19), edfxtp_1 (15)
- Die area: 14600 um2
- DR WL/cell: 10.2 um
- R2R cell count: 4
- Register share after synthesis: 0.603
- Top cell excl fill/tap: clkdlybuf4s50_1
- DP Wirelength: 2140 um
## sequential cells by signal, indices dropped and copies added (netlist names)
name and flops:
x_counter 8, vga_y 7, y_counter 7, vga_x 6, state 3, vga_colour 2
done 1, vga_plot 1
## worst min-delay path by stage
stage | start | depth (start not counted) | slack [ns] | endpoint
CTS | state[1] | 1 | 0.52 | vga_plot
finish | state[1] | 1 | 0.51 | vga_plot
global route | state[1] | 1 | 0.55 | vga_plot
## per-layer routing
layer | GRT usage | vias up | part of all wire
li1 | - | 530 | -
met1 | 0.0563 | 478 | 0.46
met2 | 0.0568 | 32 | 0.40
met3 | 0.0170 | 5 | 0.12
met4 | 0.00754 | 0 | 0.024
met5 | 0 | - | 0
## synth_stat cells, drive strengths merged, types with 3 or more instances
cell    number
a22o         3
a41oi        3
nand2       15
mux2i        3
buf          5
edfxtp      15
nor3         6
o21ai        4
nand3        6
dfrtp       19
nor2        10
nand4        4
a21oi        7
## kinds of logic after synthesis
kind of cell             Yosys count  share of synthesized area
multiplexers                       5                     0.0380
AND-OR/OR-AND                     24                      0.117
XOR/XNOR                           2                     0.0111
AND/OR/NAND/NOR                   54                      0.193
buffers and inverters              6                     0.0222
flip-flops                        35                      0.603
adder cells (fa/ha/maj)            2                     0.0158
## through the flow
stage          area, um2   util  total power [mW]  hold WS, ns  setup slack (ns)
4_1_cts             2060  0.208              1.40        0.521             0.682
3_3_place_gp        1940  0.197             0.909        0.483             0.417
2_1_floorplan       1580      -             0.821        0.224             0.996
3_5_place_dp        1940  0.197             0.913        0.498             0.379
6_report            2060  0.208              1.37        0.512             0.686
5_1_grt             2060  0.208              1.45        0.548             0.573
## layout make-up
class,count,area share
Tap cell,133,0.0809
Multi-Input combinational cell,87,0.288
Timing Repair Buffer,23,0.111
Sequential cell,35,0.463
Clock buffer,5,0.0335
Inverter,1,0.00183
Clock inverter,3,0.0213
## critical path, cell delays in order
cell and delay [ns]:
clkdlybuf4s50_1 0.61, mux2i_2 0.21, a41oi_2 0.27, nand2_2 0.12
a221o_1 0.36
## power by group
part / switching, mW / internal, mW
clock: 0.190 / 0.285
combinational: 0.0640 / 0.101
sequential: 0.0744 / 0.660
total: 0.328 / 1.05
Power figures rest on the tool's default switching activity, not on a simulated workload.
